==> design.v <==
`timescale 1ns / 1ps
module async_counter(
    input up, clk, rst,
    output reg[3:0] count
    );
    always@(posedge clk or negedge rst)
    begin
    if(rst == 0)
    count = 0;
    else
    begin
    if(up)
        count = count + 1;
        else if(!up)
        count = count - 1;
     end
     end
endmodule
==> run.sh <==
#!/bin/bash
# OpenROAD 26Q1-2900-gdf79404cd8, Yosys 0.63+post, stock flow scripts
make -C /OpenROAD-flow-scripts/flow DESIGN_CONFIG=/design/flow/config.mk WORK_HOME=/design/flow/orfs finish
==> config.mk <==
export PLATFORM = sky130hd
export DESIGN_NAME = async_counter
export DESIGN_NICKNAME = async_counter
export VERILOG_FILES = /design/flow/design.v
export SDC_FILE = /design/flow/constraint.sdc
export NUM_CORES = 4
export LEC_CHECK = 1
export CORE_AREA = 10 10 70 70
export DIE_AREA = 0 0 80 80
==> constraint.sdc <==
current_design async_counter

set clk_period 2.1
set clk_io_pct 0.2

create_clock -name clk0 -period $clk_period [get_ports {clk}]

set non_clock_inputs [all_inputs -no_clocks]
set_input_delay [expr $clk_period * $clk_io_pct] -clock clk0 $non_clock_inputs
set_output_delay [expr $clk_period * $clk_io_pct] -clock clk0 [all_outputs]
==> results.sh <==
# physical design summary
export IMPL_outcome="finished clean"
export IMPL_port_buffer_count=6
export IMPL_path_buffers=2
export IMPL_p_sw_uw=101
export IMPL_cts_htree_levels=1
export IMPL_yosysTopAreaCell="dfrtp_1"
export IMPL_leakage_nw=0.136
export IMPL_first_global_vias=162
export IMPL_globalplace_congestion=0.762
export IMPL_crit_family="buffers and inverters"
export IMPL_row_count=21
export IMPL_syn_to_final_growth_pct=71.8
export IMPL_cp_data_arrival_time_ns=1.80
export IMPL_ant_nets=0
export IMPL_core_um2=3420
export IMPL_relSlewSlack=0.873
export IMPL_yosysWarnings=1
export IMPL_critPathKind="in -> reg"
export IMPL_path_clk_slew_ns=0.04
export IMPL_grt_use_met2=0.0177
export IMPL_dr_pass1_iters=2
export IMPL_route_detailed_drc=0
export IMPL_ys_flops=4
export IMPL_power_uw=375
export IMPL_worstPathCellList="clkdlybuf4s50_1, inv_1, ha_1, a21o_1, a21oi_2, xnor2_1"
export IMPL_clock_latency_ns=0.24
export IMPL_ys_seq_frac=0.513
export IMPL_grt_max_degree=5
export IMPL_vias=144
export IMPL_clock_fmax_mhz=611
export IMPL_rsz0062_at_grt="no"
export IMPL_ys_area_um2=195
export IMPL_warning_count=25
export IMPL_drt_wl_total_um=461
export IMPL_worstPathRequired_ns=2.26
export IMPL_grt_overflow_total=0
export IMPL_top_cell_area_share=0.513
export IMPL_p_sw_frac=0.269
export IMPL_pin_count=7
export IMPL_slowest_delay_ns=0.51
export IMPL_synth_area_um2=195
export IMPL_top_usage_layer="met3"
export IMPL_power_frac_clock=0.251
export IMPL_hp_class="in -> async"
export IMPL_drt_initial_drc_count=4
export IMPL_crit_path_start_kind="input port"
export IMPL_numClockSinks=4
export IMPL_critPathCaptureType="register"
export IMPL_p_int_uw=275
export IMPL_finClkSkew_ns=0.00213
export IMPL_slew_viol_final=0
export IMPL_cp_slowest_cell="clkdlybuf4s50_1"
export IMPL_syn_avg_cell_area_um2=13.9
export IMPL_syn_inst=14
export IMPL_n_antenna_cell=0
export IMPL_met3_usage=0.0295
export IMPL_ys_cells=14
export IMPL_detail_route_wl_per_cell_um=6.68
export IMPL_tritoncts="yes"
export IMPL_synth_cell_type_count=8
export IMPL_grt_total_usage=0.0176
export IMPL_drive_gt1_frac=0.174
export IMPL_tightestPinTransition_ns=0.189
export IMPL_cts_root_buffer="clkbuf_4"
export IMPL_cts_max_path_buffers=2
export IMPL_fin_crit_sh=0.779
export IMPL_topCellsByArea="dfrtp_1 51%, ha_1 13%, fa_1 10%, xnor2_1 9.0%, a21oi_2 4.5%"
export IMPL_cp_max_fo=3
export IMPL_finalSetupViolations=0
export IMPL_initCoreUtil=0.0571
export IMPL_grt_first_pass_wirelength_um=779
export IMPL_chip_area_um2=6400
export IMPL_viasPerCell=2.09
export IMPL_die_h_um=80
export IMPL_fillers=400
export IMPL_dp_slack_ns=0.248
export IMPL_cts_resized=0
export IMPL_tns_ns=0
export IMPL_antenna_found_initial=0
export IMPL_use_met1=0.0181
export IMPL_p_seq_frac=0.346
export IMPL_cts_setup_buffers=0
export IMPL_die_w_um=80
export IMPL_peakVddDrop_mv=0.192
export IMPL_hold_buffers=0
export IMPL_maxCapViolations=0
export IMPL_timing_final_hold_violations=0
export IMPL_numCtsBuffers=3
export IMPL_largest_reg_flops=4
export IMPL_cellPowerDensity_nw_per_um2=1120
export IMPL_layout_min_cycle_time_ns=1.64
export IMPL_finalWorstSetupSlack_ns=0.464
export IMPL_share_comb_of_total_power=0.403
[worst paths after layout]
kind / startpoint / to / slack [ns] / depth (start not counted)
setup / recovery: up / count[3] / 0.46 / 6
hold reg to reg: count[0] / count[0] / 0.52 / 1
min in group clk0: count[0] / count[0] / 0.52 / 1
hold / removal: rst / count[3] / 0.39 / 1
max in group asynchronous: rst / count[0] / 1.54 / 1
setup reg to reg: count[1] / count[3] / 0.88 / 4
[cells by family after synthesis]
group | Yosys count | synth area share
buffers and inverters | 2 | 0.0385
adder cells (fa/ha/maj) | 3 | 0.231
AND-OR/OR-AND | 2 | 0.0834
flip-flops | 4 | 0.513
XOR/XNOR | 3 | 0.135
[cell usage after synthesis]
cell type,instances
fa_1,1
dfrtp_1,4
inv_1,2
ha_1,2
xor2_1,1
a21oi_2,1
a21o_1,1
xnor2_1,2
[layout by cell type, fill, tap and decap left out]
cell type | netlist | final
a21oi_2 | 1 | 1
a21o_1 | 1 | 1
inv_1 | 2 | 2
xor2_1 | 1 | 1
ha_1 | 2 | 2
clkdlybuf4s50_1 | 0 | 6
xnor2_1 | 2 | 2
clkbuf_4 | 0 | 3
dfrtp_1 | 4 | 4
fa_1 | 1 | 1
[through the flow]
step	util	cells	instance area (µm²)	hold slack [ns]
4_1_cts	0.0982	69	335	0.387
3_3_place_gp	0.0916	66	313	0.492
5_1_grt	0.0982	69	335	0.393
3_5_place_dp	0.0916	66	313	0.508
6_report	0.0982	69	335	0.387
2_1_floorplan	-	14	195	0.124
[power by group through the flow]
stage | Combinational, mW | Clock (mW) | Sequential [mW]
4_1_cts | 0.157 | 0.0990 | 0.131
5_1_grt | 0.176 | 0.106 | 0.136
6_report | 0.151 | 0.0942 | 0.130
[worst reg2reg max path, cell delays in order, from the launching register on]
cell	delay [ns]
dfrtp_1	0.40
ha_1	0.29
a21o_1	0.19
a21oi_2	0.14
xnor2_1	0.12
[metal layers]
metal,vias up,wire (µm)
li1,63,-
met1,72,184
met2,9,134
met3,0,142
met4,0,0
met5,-,0
[layout make-up]
cell class,count,area [µm²],share of cell area
Tap cell,46,57.6,0.172
Clock buffer,3,22.5,0.0672
Multi-Input combinational cell,8,87.6,0.261
Inverter,2,7.51,0.0224
Timing Repair Buffer,6,60.1,0.179
Sequential cell,4,100,0.299
