==> design.v <==
`timescale 1ns / 1ps
module sync_counter(
    input clk, rst, up,
    output reg[3:0] count
    );
    always@(posedge clk)
    begin
    if(rst == 0)
    count = 0;
    else
    begin
    if(up)
        count = count + 1;
        else if(!up)
        count = count - 1;
     end
     end
endmodule
==> run.sh <==
#!/bin/bash
# OpenROAD 26Q1-2900-gdf79404cd8, Yosys 0.63+post, stock flow scripts
make -C /OpenROAD-flow-scripts/flow DESIGN_CONFIG=/design/flow/config.mk WORK_HOME=/design/flow/orfs finish
==> config.mk <==
export PLATFORM = sky130hd
export DESIGN_NAME = sync_counter
export DESIGN_NICKNAME = sync_counter
export VERILOG_FILES = /design/flow/design.v
export SDC_FILE = /design/flow/constraint.sdc
export NUM_CORES = 4
export LEC_CHECK = 1
export CORE_AREA = 10 10 70 70
export DIE_AREA = 0 0 80 80
==> constraint.sdc <==
current_design sync_counter

set clk_period 1.7
set clk_io_pct 0.2

create_clock -name clk0 -period $clk_period [get_ports {clk}]

set non_clock_inputs [all_inputs -no_clocks]
set_input_delay [expr $clk_period * $clk_io_pct] -clock clk0 $non_clock_inputs
set_output_delay [expr $clk_period * $clk_io_pct] -clock clk0 [all_outputs]
==> flow_summary.yaml <==
# flow metrics
outcome:
  status: "complete, no violations"
drt:
  vias_per_cell: 2.21
  routedWlPerCell_um: 6.79
  num_antenna_cells: 0
  drtAntennaViolNets: 0
  drt_wl_total_um: 516
  dr.first_iter.drc_count: 2
  first_pass_iters: 3
  via_count: 168
  drc: 0
worst_setup_path:
  end_kind: "flop"
  critPathSlowestCell: "clkdlybuf4s50_1"
  start_kind: "input pin"
  cp_data_arrival_time_ps: 1660
  crit_start: "up"
  critical_path.max_fanout: 3
  path_cells: "clkdlybuf4s50_1 -> inv_1 -> ha_1 -> a21oi_2 -> nand3_1 -> nor3b_2"
  worst-path-buf-inv: 2
  path_class: "input pin to flop"
  cpPeakStageDelay_ps: 480
  required_ps: 1820
  r2r-start: "count[2]"
  path_delay_family: "buffers and inverters"
sta:
  layout_min_cycle_time_ps: 1540
  finalHoldViolations: 0
  fin_tns_setup_ps: 0
  rsz0062_at_grt: "false"
  tightestPinTransition_ps: 202
  maxSlewViolCount: 0
  period_used_pct: 90.7
  finClkSkew_ps: 0.598
  whs_ps: 498
  relSlewSlack_pct: 86.5
  setup_viol: 0
  max_freq_mhz: 649
clock_network:
  cts_max_path_buffers: 2
  numCtsBuffers: 3
  cts_tree: "built"
  clkSlewWorstSetupHoldPaths_ps: 40
  post-cts-setup-buffers: 0
  cts_sinks: 4
  cts_resized: 0
  htree_levels: 1
  ctsHoldBuffers: 0
  clock_tree.root_cell: "clkbuf_4"
  clk_latency_ps: 230
cells_and_area:
  drive_above_1_share_pct: 23.3
  area_growth_pct: 77.5
  fillers: 399
  largest_register_ffs: 4
logic_synthesis:
  ys_seq_share_pct: 40.0
  synth.avg_cell_area_sq_um: 10.5
  ys_cells: 19
  synth.distinct_cells: 12
  top_cell_area_share_pct: 40.0
  yosysWarnings: 1
  synth_area_sq_um: 200
  synth-seq-cells: 4
  postSynthCellCount: 19
  yosysTopAreaCell: "dfxtp_1"
  synthTopCellsByArea: "dfxtp_1 40%, ha_1 13%, fa_1 10%"
  yosys_area_sq_um: 200
min_path:
  min_path_type: "flop to flop"
  hp-start: "count[0]"
global_routing:
  grt_use_total_pct: 2.06
  overflow: 0
  grt_pass1_vias: 209
  grt_pass1_wl_um: 952
  grt_max_degree: 5
  antenna_found_initial: 0
floorplanning:
  fp.dieW_um: 80
  io_pins: 7
  fp_util_pct: 5.86
  die_height_um: 80
  coreArea_sq_um: 3420
  rows: 21
  dieArea_sq_um: 6400
flow_run:
  warnings: 25
  cap_violations: 0
pwr:
  total_power_w: 0.000361
  p_per_area_nw_per_um2: 1020
  p_leak_nw: 0.139
  ir_drop_uv: 170
placement:
  globalplace.congestion: 0.684
  hpwl_um: 400
  io_buffers: 6
[metrics by stage]
step | area (sq um) | util, % | worst slack (ps) | instances
6_report | 355 | 10.4 | 158 | 76
5_1_grt | 355 | 10.4 | 68.2 | 76
4_1_cts | 355 | 10.4 | 159 | 76
3_5_place_dp | 333 | 9.74 | -66.6 | 73
3_3_place_gp | 333 | 9.74 | -44.9 | 73
2_1_floorplan | 200 | - | 480 | 19
[placed cells by master, fill, tap and decap left out, types with 2 or more instances in the layout]
master           netlist  routed
clkdlybuf4s50_1        0       6
nor2_1                 2       2
nand3_1                2       2
buf_4                  0       2
dfxtp_1                4       4
ha_1                   2       2
clkbuf_4               0       3
inv_1                  2       2
[where the power goes]
group	switching [W]	internal, W
clock	0.0000367	0.0000788
combinational	0.0000423	0.0000773
sequential	0.0000136	0.000113
[kinds of logic (layout without fill, tap and decap cells)]
logic type	Yosys count	count (layout)	share of synthesized area [%]
compound gates	2	2	6.87
xor+xnor	2	2	8.75
fa+ha+maj	3	3	22.5
buf+inv	2	13	3.75
flops	4	4	40.0
simple gates	6	6	18.1
[final cells by class]
type | count | area [sq um] | area share (%)
Clock buffer | 3 | 22.5 | 6.34
Inverter | 2 | 7.51 | 2.11
Multi-Input combinational cell | 13 | 113 | 31.7
Timing Repair Buffer | 8 | 75.1 | 21.1
Tap cell | 46 | 57.6 | 16.2
Sequential cell | 4 | 80.1 | 22.5
[synthesized netlist by cell type]
master   number
a21oi_1       1
a21oi_2       1
and2_1        1
dfxtp_1       4
fa_1          1
ha_1          2
inv_1         2
nand3_1       2
nor2_1        2
nor3b_2       1
xnor2_1       1
xor2_1        1
[worst paths after layout]
kind               to  slack, ps  cells after the start
min reg2reg  count[0]        500                      1
min          count[0]        500                      1
max          count[3]        160                      6
max reg2reg  count[3]        560                      4
[per-layer routing]
metal	wire length [um]	up-vias	GRT usage (%)
li1	-	86	-
met1	193	72	1.87
met2	163	10	2.49
met3	160	0	3.18
met4	0	0	0.352
met5	0	-	0
[worst reg2reg max path: stages (launching register included)]
cell     delay (ps)
dfxtp_1         300
ha_1            320
a21oi_2         180
nand3_1          80
nor3b_2         150
Power is estimated from default activity; no workload was simulated.
